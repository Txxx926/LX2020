==> design.v <==
module id_ex(
    input wire clk,
    input wire resetn,
    input wire flush,
    input wire en_id_ex,
    input wire en_ex_mem,
    input wire ex_branch_taken,
    input wire id_second_en,
    input wire ex_second_en_i,
    input wire [4:0] rs_first_id,
    input wire [4:0] rt_first_id,
    input wire [4:0] rs_second_id,
    input wire [4:0] rt_second_id,
    input wire [15:0] imm_first_id,
    input wire [15:0] imm_second_id,
    input wire imm_extend_signed_first_id,
    input wire imm_extend_signed_second_id,
    input wire [6:0] aluop_first_id,
    input wire [6:0] aluop_second_id,
    input wire [1:0] alu_src_first_id,
    input wire [1:0] alu_src_second_id,
    input wire [13:0] exp_first_id,
    input wire [13:0] exp_second_id,
    input wire [31:0] pc_first_id,
    input wire [31:0] instr_first_id,
    input wire [3:0] branch_type_first_id,
    input wire [1:0] ls_first_id,
    input wire [3:0] ls_size_first_id,
    input wire ls_signed_first_id,
    input wire [1:0] write_hilo_first_id,
    input wire [4:0] write_reg_addr_first_id,
    input wire write_reg_enable_first_id,
    input wire [4:0] write_reg_addr_second_id,
    input wire write_reg_enable_second_id,
    input wire [7:0] CP0_addr_first_id,
    input wire Write_CP0_Enable_first_id,
    input wire first_is_in_delayslot_id,
    input wire [31:0] pc_second_id,
    input wire [31:0] read_reg_rs_first_id,
    input wire [31:0] read_reg_rt_first_id,
    output reg [31:0] read_reg_rs_first_ex,
    output reg [31:0] read_reg_rt_first_ex,
    output reg [31:0] pc_second_ex,
    output reg first_is_in_delayslot_ex,
    output reg Write_CP0_Enable_first_ex,
    output reg [7:0] CP0_addr_first_ex,
    output reg ex_second_en,
    output reg [6:0] aluop_first_ex,
    output reg [6:0] aluop_second_ex,
    output reg [4:0]              rs_first_ex,
    output reg [4:0]              rt_first_ex,
    output reg [4:0]             rs_second_ex,
    output reg [4:0]             rt_second_ex,
    output reg [15:0]            imm_first_ex,
    output reg [15:0]           imm_second_ex,
    output reg     imm_extend_signed_first_ex,
    output reg    imm_extend_signed_second_ex,
    output reg [1:0]         alu_src_first_ex,
    output reg [1:0]        alu_src_second_ex,
    output reg [13:0]            exp_first_ex,
    output reg [13:0]           exp_second_ex,
    output reg [31:0]             pc_first_ex,
    output reg [31:0]          instr_first_ex,
    output reg [3:0]     branch_type_first_ex,
    output reg [1:0]              ls_first_ex,
    output reg [3:0]         ls_size_first_ex,
    output reg             ls_signed_first_ex,
    output reg [1:0]      write_hilo_first_ex,
    output reg [4:0]  write_reg_addr_first_ex,
    output reg      write_reg_enable_first_ex,
    output reg [4:0] write_reg_addr_second_ex,
    output reg     write_reg_enable_second_ex,
    output reg mul_div_new
); 
    always@(*) begin
        if(!resetn || (!en_id_ex && en_ex_mem) || flush || (en_id_ex && ex_branch_taken && ex_second_en_i)) begin
            mul_div_new = 1;
        end
        else if(en_id_ex)begin
            mul_div_new = 1;
        end
        else begin
            mul_div_new = 0;
        end
    end
    always@(posedge clk) begin
        if(!resetn || (!en_id_ex && en_ex_mem) || flush || (en_id_ex && ex_branch_taken && ex_second_en_i)) begin
            rs_first_ex                 <=             0;        
            rt_first_ex                 <=             0;        
            imm_first_ex                <=             0;    
            imm_extend_signed_first_ex  <=             0;
            alu_src_first_ex            <=             0;  
            exp_first_ex                <=             0;  
            pc_first_ex                 <=             0;      
            instr_first_ex              <=             0;          
            branch_type_first_ex        <=             0;          
            ls_first_ex                 <=             0;                    
            ls_size_first_ex            <=             0;   
            CP0_addr_first_ex           <=             0;                 
            ls_signed_first_ex          <=             0;                  
            write_hilo_first_ex         <=             0;          
            aluop_first_ex              <=             0;
            write_reg_addr_first_ex     <=             0;
            write_reg_enable_first_ex   <=             0;
            Write_CP0_Enable_first_ex  <=              0;
            first_is_in_delayslot_ex    <=             0;
            read_reg_rs_first_ex        <=             0;
            read_reg_rt_first_ex        <=             0;
        end
        else if (en_id_ex)begin
            rs_first_ex                 <=             rs_first_id                 ;        
            rt_first_ex                 <=             rt_first_id                 ;        
            imm_first_ex                <=             imm_first_id                ;    
            imm_extend_signed_first_ex  <=             imm_extend_signed_first_id  ;
            alu_src_first_ex            <=             alu_src_first_id            ;  
            exp_first_ex                <=             exp_first_id                ;  
            pc_first_ex                 <=             pc_first_id                 ;      
            instr_first_ex              <=             instr_first_id              ;    
            CP0_addr_first_ex           <=              CP0_addr_first_id           ;      
            branch_type_first_ex        <=             branch_type_first_id        ;         
            aluop_first_ex              <=              aluop_first_id; 
            ls_first_ex                 <=             ls_first_id                 ;                    
            ls_size_first_ex            <=             ls_size_first_id            ;                    
            ls_signed_first_ex          <=             ls_signed_first_id          ;                  
            write_hilo_first_ex         <=             write_hilo_first_id         ;          
            write_reg_addr_first_ex     <=             write_reg_addr_first_id     ;        
            write_reg_enable_first_ex   <=             write_reg_enable_first_id   ; 
            Write_CP0_Enable_first_ex   <=             Write_CP0_Enable_first_id   ;
            first_is_in_delayslot_ex    <=             first_is_in_delayslot_id    ;
            read_reg_rt_first_ex        <=              read_reg_rt_first_id        ;
            read_reg_rs_first_ex        <=              read_reg_rs_first_id        ;
        end
    end
    always@(posedge clk)begin
        if(!resetn|| (!en_id_ex && en_ex_mem) || flush || (en_id_ex && !id_second_en) || (en_id_ex && ex_branch_taken))begin
                ex_second_en                <=             1'b0;
                rs_second_ex                <=             0;
                rt_second_ex                <=             0;
                imm_second_ex               <=             0;
                imm_extend_signed_second_ex <=             0;
                alu_src_second_ex           <=             0;
                aluop_second_ex             <=             0;
                exp_second_ex               <=             0;
                write_reg_addr_second_ex    <=             0;   
                write_reg_enable_second_ex  <=             0;
                pc_second_ex                <=              0;
        end
        else if (en_id_ex)begin
                ex_second_en                <=             id_second_en                ;
                rs_second_ex                <=             rs_second_id                ;
                rt_second_ex                <=             rt_second_id                ;
                imm_second_ex               <=             imm_second_id               ;
                imm_extend_signed_second_ex <=             imm_extend_signed_second_id ;
                alu_src_second_ex           <=             alu_src_second_id           ;
                aluop_second_ex             <=              aluop_second_id             ;
                exp_second_ex               <=             exp_second_id               ;
                write_reg_addr_second_ex    <=             write_reg_addr_second_id    ;      
                write_reg_enable_second_ex  <=             write_reg_enable_second_id  ;
                pc_second_ex                <=              pc_second_id                ;
        end
    end
endmodule
==> run.sh <==
#!/bin/bash
# OpenROAD 26Q1-2900-gdf79404cd8, Yosys 0.63+post, stock flow scripts
make -C /OpenROAD-flow-scripts/flow DESIGN_CONFIG=/design/flow/config.mk WORK_HOME=/design/flow/orfs finish
==> config.mk <==
export PLATFORM = sky130hd
export DESIGN_NAME = id_ex
export DESIGN_NICKNAME = id_ex
export VERILOG_FILES = /design/flow/design.v
export SDC_FILE = /design/flow/constraint.sdc
export NUM_CORES = 4
export LEC_CHECK = 1
export CORE_AREA = 10 10 285 285
export DIE_AREA = 0 0 295 295
==> constraint.sdc <==
current_design id_ex

set clk_period 12.0
set clk_io_pct 0.2

create_clock -name clk0 -period $clk_period [get_ports {clk}]

set non_clock_inputs [all_inputs -no_clocks]
set_input_delay [expr $clk_period * $clk_io_pct] -clock clk0 $non_clock_inputs
set_output_delay [expr $clk_period * $clk_io_pct] -clock clk0 [all_outputs]
==> out/metrics.yaml <==
status: "completed"
critical_path.max_fanout: 12
detail_route.first_pass.iterations: 6
p_leak_nw: 6.79
ys_seq_share_pct: 51.4
worst_slack_ns: 5.52
ys_sh_adder_pct: 0
wire_per_inst_microns: 19.0
critPathKind: "input port to primary output"
rsz0062_at_grt: "no"
track_usage_pct: 10.1
topCombFamilyByArea: "multiplexers"
clock.latency.late_pin_ns: 0.52
pre_cts_ws_ns: 5.43
cts_max_level: 2
timing.rr.end: "rs_second_ex[2]$_SDFFE_PP0P_"
fp.dieH_microns: 295
required_ns: 9.60
ys_types: 17
swShare_pct: 23.5
wirelength_mm: 46.8
whs_endpoint: "pc_second_ex[2]$_SDFFE_PP0P_"
synth_area_sq_um: 11500
tightest_slew_ns: 0.880
area.growth.synth_to_final_pct: 68.7
ant_nets: 0
r2r-start: "rs_second_ex[2]$_SDFFE_PP0P_"
relSlewSlack_pct: 41.3
gp_congestion: 0.861
clk_pin_slew_ns: 0.05
place_hpwl_mm: 34.7
finalCriticalPeriod_ns: 6.48
fmax_mhz: 154
synth_area_per_cell_sq_um: 12.4
start_kind: "input port"
skew_ns: 0
drc_errors: 0
share_comb_of_total_power_pct: 11.8
power.switching_mw: 0.562
grt_pass1_vias: 10200
cts_resized: 0
grt_pass1_wl_mm: 67.5
antenna_found_initial: 0
yosys_cells: 927
finalSetupViolations: 0
grt_start_max_net_pins: 86
overflow: 0
crit_arrival_ns: 4.08
numCtsBuffers: 35
hold_viol: 0
post-route-util_pct: 26.0
synthSimpleGateAreaFrac_pct: 17.1
ys_area_sq_um: 11500
cts_hold_buf: 0
internal-power_mw: 1.83
cts_tree: "done"
synth_flop_count: 296
synthMuxAreaShare_pct: 18.0
xor_share_pct: 0
pwr-share-clk_pct: 45.7
root_buffer: "clkbuf_16"
final.setup.tns_ns: 0
via_count: 9950
routed_via_density: 4.05
critPathCaptureType: "primary output"
dr.first_iter.drc_count: 405
regToRegSetupSlack_ns: 11.25
core_area_sq_um: 74700
p_per_area_nw_per_um2: 123
warning_count: 25
ir_drop_uv: 75.1
fill_cells: 7672
ioPinCount: 600
initCoreUtil_pct: 15.4
cap_violations: 0
whs_path_depth: 1
worstHoldStart: "pc_second_ex[2]$_SDFFE_PP0P_"
seq_power_share_pct: 42.5
fin_crit_sh_pct: 54.0
portBuffers: 599
instances_no_fill: 2458
hp-class: "register to register"
rows: 100
postCtsSetupBuffers: 0
rr_worst_depth: 1
chipArea_sq_um: 87000
slew_violations: 0
hold_slack_ns: 0.462
layout-drive-gt1-share_pct: 12.0
synthAoiAreaFrac_pct: 7.72
synth_warnings: 1
dp.cells: 2392
synth_cells: 927
clockBufferDepth: 3
clock_sinks: 296
die_w_microns: 295
[layout by cell type, fill, tap and decap left out, types with 2 or more instances in the layout]
cell type and count:
clkbuf_16 36, clkinv_4 2, nor4_2 102, a32o_1 88, dfxtp_1 296, clkbuf_8 6, clkinv_2 2, mux2i_1 207
nor4_1 105, clkbuf_1 12, diode_2 2, bufinv_16 3, clkdlybuf4s50_1 598, buf_4 18
[layout make-up]
cell class / instances / area [sq um] / share of cell area (%)
timing repair buffer: 618 / 6160 / 31.7
sequential: 296 / 5930 / 30.5
multi-input combinational: 508 / 4960 / 25.5
tap: 969 / 1210 / 6.24
clock buffer: 54 / 1030 / 5.29
clock inverter: 10 / 150 / 0.772
antenna: 2 / 5.00 / 0.0257
inverter: 1 / 3.75 / 0.0193
[registers in the layout (all words and copies together), names as in the netlist, 4 cells and up]
| signal | count |
|---|---|
| read_reg_rs_first_ex | 32 |
| exp_first_ex | 14 |
| rs_second_ex | 5 |
| rt_second_ex | 5 |
| branch_type_first_ex | 4 |
| read_reg_rt_first_ex | 32 |
| pc_first_ex | 32 |
| imm_first_ex | 16 |
| aluop_second_ex | 7 |
| ls_size_first_ex | 4 |
| write_reg_addr_first_ex | 5 |
| aluop_first_ex | 7 |
| pc_second_ex | 32 |
| rs_first_ex | 5 |
| write_reg_addr_second_ex | 5 |
| instr_first_ex | 32 |
| imm_second_ex | 16 |
| CP0_addr_first_ex | 8 |
| rt_first_ex | 5 |
| exp_second_ex | 14 |
[per-stage QoR]
step	power, mW	cell area (sq um)
3_3_place_gp	1.32	18300
3_5_place_dp	1.32	18300
6_report	2.39	19400
5_1_grt	2.49	19400
2_1_floorplan	1.15	11500
4_1_cts	2.44	19400
[critical path, stage by stage]
cell             delay (ns)
clkdlybuf4s50_1        0.56
nor4b_2                0.35
buf_4                  0.27
inv_1                  0.07
clkdlybuf4s50_1        0.42
[layer usage]
metal | vias to the layer above | track usage (%) | share of wire (%)
li1 | 4691 | - | -
met1 | 4801 | 12.7 | 39
met2 | 395 | 16.3 | 48
met3 | 63 | 3.94 | 10
met4 | 0 | 2.41 | 2.7
met5 | - | 0 | 0
[Yosys cell counts]
cell	count	area share (%)
a22o_1	1	0.076
a32o_1	88	7.6
and3_1	1	0.054
and4bb_2	1	0.11
buf_1	4	0.13
buf_2	56	2.4
buf_4	6	0.39
buf_6	15	1.5
clkbuf_1	41	1.3
dfxtp_1	296	51
inv_1	1	0.033
mux2i_1	207	18
nand2b_1	1	0.054
nor2b_1	1	0.054
nor4_1	105	5.7
nor4_2	102	11
nor4b_1	1	0.076
[power groups by stage]
stage / clock network (mW) / registers (mW) / logic, mW
after CTS: 1.14 / 1.02 / 0.286
after global routing: 1.17 / 1.02 / 0.304
final: 1.09 / 1.02 / 0.283
[logic make-up (layout without fill, tap and decap cells)]
| family | after synthesis | count (layout) |
|---|---|---|
| other cells | 0 | 2 |
| simple gates | 212 | 212 |
| compound gates | 89 | 89 |
| buf+inv | 123 | 683 |
| flops | 296 | 296 |
| mux | 207 | 207 |
[worst max path at each step]
stage / start / end / slack [ns] / depth (start not counted)
after CTS: resetn / mul_div_new / 5.42 / 5
after global routing: resetn / mul_div_new / 5.40 / 5
final: resetn / mul_div_new / 5.52 / 5
Power figures rest on the tool's default switching activity, not on a simulated workload.
