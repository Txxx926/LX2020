$ cat flow/design.v
module ALU_Second_Pipeline(
    input  wire  [31:0]  busa,
    input  wire  [31:0]  busb,
    input  wire  [63:0]  HiLo, 
    input  wire  [6:0]  aluop,
    input  wire  [13:0] Exp_Second_old, 
    input  wire  [31:0] CP0_Data, 
    output reg  [13:0] Exp_Second_new,
    output reg  [31:0] Out,
    output reg  [63:0] WHILO_Data 
);
wire [31:0] temp_result;
wire [4:0] sa=busa[10:6];
always@(*)begin
    case(aluop)
        7'd1,7'd2,7'd3,7'd4:begin
        Out=busa+busb;
        end
        7'd5,7'd6:begin
        Out=busa-busb;
        end
        7'd7,7'd8:begin
        Out=($signed(busa)<$signed(busb))?32'h1:32'h0;
        end
        7'd9,7'd10:begin
        Out=(busa<busb)?32'h1:32'h0; 
        end
        7'd15,7'd16:begin
        Out=busa&busb;
        end
        7'd17:begin
        Out={busa[15:0],16'h0};
        end
        7'd18:begin
        Out=~(busa|busb);
        end
        7'd19,7'd20:begin
        Out=busa|busb;
        end
        7'd21,7'd22:begin
        Out=busa^busb;
        end
        7'd24:begin
        Out=busb<<busa[4:0];
        end
        7'd23:begin
        Out=busb<<sa;
        end
        7'd28:begin
        Out=busb>>busa[4:0];
        end
        7'd27:begin
        Out=busb>>sa;
        end
        7'd26:begin
        Out=$signed(busb)>>>(busa[4:0]);
        end
        7'd25:begin
        Out=$signed(busb)>>>sa;
        end
        default:begin
        Out=32'h0;
        end
    endcase
end
always@(*)begin 
    case(aluop)
        7'd1,7'd2:begin
            if(((busa[31] ~^ busb[31]) & (busa[31] ^ Out[31])))begin
                Exp_Second_new={Exp_Second_old[13:2],1'b1,Exp_Second_old[0]};
            end
            else begin
                Exp_Second_new=Exp_Second_old;
            end
        end
        7'd5:begin
            if((busa[31]  ^ busb[31]) & (busa[31] ^ Out[31]))begin
                Exp_Second_new={Exp_Second_old[13:2],1'b1,Exp_Second_old[0]};
            end
            else begin
                Exp_Second_new=Exp_Second_old;
            end
        end
        default:begin
        Exp_Second_new=Exp_Second_old;
        end
    endcase
end
endmodule
$ cat flow/run.sh
#!/bin/bash
# OpenROAD 26Q1-2900-gdf79404cd8, Yosys 0.63+post, stock flow scripts
make -C /OpenROAD-flow-scripts/flow DESIGN_CONFIG=/design/flow/config.mk WORK_HOME=/design/flow/orfs finish
$ cat flow/config.mk
export PLATFORM = sky130hd
export DESIGN_NAME = ALU_Second_Pipeline
export DESIGN_NICKNAME = ALU_Second_Pipeline
export VERILOG_FILES = /design/flow/design.v
export SDC_FILE = /design/flow/constraint.sdc
export NUM_CORES = 4
export LEC_CHECK = 1
export CORE_UTILIZATION = 30
$ cat flow/constraint.sdc
current_design ALU_Second_Pipeline

set clk_period 15.4
set clk_io_pct 0.2

create_clock -name clk0 -period $clk_period

set non_clock_inputs [all_inputs -no_clocks]
set_input_delay [expr $clk_period * $clk_io_pct] -clock clk0 $non_clock_inputs
set_output_delay [expr $clk_period * $clk_io_pct] -clock clk0 [all_outputs]
==> job_summary.md <==
### Flow metrics

| Metric | Value |
|---|---|
| Fin Setup TNS | 0 ns |
| Area grow syn2layout | 11.05% |
| RD Place Congestion | 1.060 |
| Diodes inserted | 0 |
| IO buf count | 105 |
| Status | finished clean |
| WHS | 6.160 ns |
| Total power | 0.4559 mW |
| Mapped Avg Cell Area | 6.688 um^2 |
| DR DRC count | 0 |
| CP peak stage delay | 1.08 ns |
| Seq cells | 0 |
| Hold endpoint | Exp_Second_new[0] |
| P per Cell Area | 34.58 nW/um^2 |
| Crit share post-route | 79.83% |
| Element type at the critical path end | primary output |
| Filler cell count | 4,189 |
| Placed insts | 2,300 |
| Worst Path Arrival | 9.21 ns |
| MaxCap Viol Count | 0 |
| Max Fclk | 0.08135 GHz |
| Cell area after synthesis | 11,870 um^2 |
| Register share after synthesis | 0% |
| Worst hold path class | in2out |
| RSZ-0062 raised after global routing | no |
| Final core occ | 33.95% |
| Fin. max-slew vios | 0 |
| Congestion Overflow GR | 0 |
| Logic area | 10,580 um^2 |
| CTS Hold Bufs | 0 |
| Postcts setup bufs | 0 |
| Wire length per cell | 29.51 um |
| Yosys cell types | 86 |
| Hold path depth | 0 |
| Yosys Warn Count | 65 |
| ANT nets after route | 0 |
| Slew @ Worst Pin | 0.9515 ns |
| Register Area | 0 um^2 |
| Via density | 6.384 |
| WP data required | 12.32 ns |
| Top cell area share | 10.33% |
| Core ar. | 38,830 um^2 |
| Initial DRT Pass Iterations | 6 |
| Most frequent logic cell in the layout | nand2_1 |
| Die Y | 200.9 um |
| First-pass GRT wire length | 96.70 mm |
| Gate Count Post-Synth | 1,775 |
| Worst vdd ir | 0.01077 mV |
| Clock buf count | 0 |
| CP Cell Sequence | clkdlybuf4s50_1, inv_1, ha_1, fa_1, o21ba_2, or4_1, a311oi_2, nor3_1, o41ai_4, a211oi_2, o211a_4, o311a_4, o311a_1, or4_1, clkdlybuf4s50_1 |
| Finished Layout Cells | 2,300 |
| Largest net degree at the start of global routing | 46 |
| Post-synth top area cell | ha_1 |
| Antenna violations before repair | 0 |
| Top cells by area, synth | ha_1 10%, mux2i_1 10%, nand2_1 6.1%, mux4_2 5.9%, a21oi_1 5.6% |
| Share of post-route cells with drive strength above 1 | 8.698% |
| Floorplan core density | 30.57% |
| Hpwl dp | 53.01 mm |
| Tool Warnings | 194 |
| Iteration-0 DRC Markers | 1,843 |
| Tmin final | 12.29 ns |
| Yosys Chip Area | 11,870 um^2 |
| Chip width | 200.9 um |
| Final Hold Vio Count | 0 |
| All-Layer GR Usage | 33.09% |
| Worst hold start | Exp_Second_old[0] |
| CP Class | in2out |
| Vias in the first global route | 13,110 |
| Leakage | 5.406 nW |
| Crit-path max FO | 18 |
| Detailed-route via count | 14,680 |
| CTS resizes | 0 |
| Final setup vio count | 0 |
| Row count | 72 |
| Startpoint Class | input port |
| Io pins | 291 |
| Top Layout Cells | 194 x nand2_1, 142 x nor2_1, 133 x a21oi_1, 122 x o21ai_0, 116 x mux2i_1 |
| Routed WL | 67.87 mm |
| Max-slew headroom | 35.90% |
| Slowest CP cell | clkdlybuf4s50_1 |
| Chip area | 40,370 um^2 |
| Ys cells | 1,775 |
critical path, delay by kind of cell:
family                   cells  cell delay (ns)
AND-OR/OR-AND                7             2.38
buffers and inverters        3             1.83
AND/OR/NAND/NOR              3             1.16
adder cells (fa/ha/maj)      2             0.75
logic make-up (layout without fill, tap and decap cells):
kind of cell / count (synthesis) / count (layout) / share of synthesized area [%]
and+or+nand+nor: 540 / 540 / 20.74
adders and majority gates: 100 / 100 / 10.67
muxes: 170 / 170 / 18.20
buffers and inverters: 333 / 277 / 13.60
other: 1 / 64 / 0.03159
AOI/OAI and AO/OA: 624 / 624 / 36.25
xor gates and xnor gates: 7 / 7 / 0.5165
routing by layer:
metal  vias up  part of all wire, %  GRT usage [%]
met5         -                    0              0
met4         0                  5.3          14.09
met3       143                   10          7.964
met2       976                   43          48.69
met1      7021                   42          46.13
li1       6544                    -              -
worst max-delay path by stage:
stage / slack (ns) / depth (start not counted) / startpoint / endpoint
4_1_cts: 3.27 / 15 / busa[0] / Out[0]
5_1_grt: 3.01 / 15 / busa[0] / Out[0]
6_report: 3.11 / 15 / busa[0] / Out[0]
final cells by class:
class	count	share of cell area, %
inverter	103	2.933
multi-input combinational	1505	80.25
tap	518	4.916
timing repair buffer	174	11.90
through the flow:
stage	area (um^2)	setup slack, ns
CTS	13180	3.274
detailed placement	13180	3.316
global placement	13180	3.346
floorplan	12110	5.595
global route	13180	3.014
finish	13180	3.107
power by group:
group | switching, mW | total (mW) | internal (mW)
Combinational | 0.293 | 0.456 | 0.163
Sequential | 0 | 0 | 0
Clock | 0 | 0 | 0
cell usage after synthesis, drive strengths merged (6+ instances only):
cell	number
a2111oi	6
a211o	8
a211oi	41
a21o	13
a21oi	133
a221o	19
a221oi	23
a222oi	13
a22oi	7
a311oi	10
a31oi	20
a32oi	8
and2	8
and3	9
buf	123
clkbuf	107
ha	98
inv	102
mux2	12
mux2i	125
mux4	33
nand2	194
nand2b	19
nand3	59
nand4	10
nor2	144
nor2b	13
nor3	39
nor4	10
o2111ai	8
o211ai	60
o21a	7
o21ai	130
o21bai	17
o221ai	16
o22ai	21
o311ai	6
o31ai	15
or2	8
or3	9
or4	6
xnor2	7
Power is estimated from default activity; no workload was simulated.
