`design/flow/run.sh`:
```
#!/bin/bash
# OpenROAD 26Q1-2900-gdf79404cd8, Yosys 0.63+post, stock flow scripts
make -C /OpenROAD-flow-scripts/flow DESIGN_CONFIG=/design/flow/config.mk WORK_HOME=/design/flow/orfs finish
```
`design/flow/config.mk`:
```
export PLATFORM = sky130hd
export DESIGN_NAME = Regfile
export DESIGN_NICKNAME = Regfile
export VERILOG_FILES = /design/flow/design.v
export SDC_FILE = /design/flow/constraint.sdc
export NUM_CORES = 4
export LEC_CHECK = 1
export CORE_UTILIZATION = 40
```
`design/flow/constraint.sdc`:
```
current_design Regfile

set clk_period 32.2
set clk_io_pct 0.2

create_clock -name clk0 -period $clk_period [get_ports {clk}]

set non_clock_inputs [all_inputs -no_clocks]
set_input_delay [expr $clk_period * $clk_io_pct] -clock clk0 $non_clock_inputs
set_output_delay [expr $clk_period * $clk_io_pct] -clock clk0 [all_outputs]
```
`design/flow/design.v`:
```
module Regfile(
    input wire clk,
    input wire resetn,
    input wire [31:0]count,
    input wire Wen_First,
    input wire [31:0] WData_First,
    input wire [4:0] WAddr_First,
    input wire [4:0] Read_Addr_First_Rs,
    input wire [4:0] Read_Addr_First_Rt,
    output reg [31:0] RData_First_Rs,
    output reg [31:0] RData_First_Rt
);
reg [31:0] REG[31:0];
always@(posedge clk)begin
    if(resetn)begin
    end
end
always@(posedge clk)begin
    if(resetn==1'b0)begin
       REG[0]<=32'h0; REG[1]<=32'h0; REG[2]<=32'h0; REG[3]<=32'h0; REG[4]<=32'h0; REG[5]<=32'h0;
       REG[6]<=32'h0; REG[7]<=32'h0; REG[8]<=32'h0; REG[9]<=32'h0; REG[10]<=32'h0;REG[11]<=32'h0;
       REG[12]<=32'h0;REG[13]<=32'h0;REG[14]<=32'h0;REG[15]<=32'h0;REG[16]<=32'h0;REG[17]<=32'h0;
       REG[18]<=32'h0;REG[19]<=32'h0;REG[20]<=32'h0;REG[21]<=32'h0;REG[22]<=32'h0;REG[23]<=32'h0;
       REG[24]<=32'h0;REG[25]<=32'h0;REG[26]<=32'h0;REG[27]<=32'h0;REG[28]<=32'h0;REG[29]<=32'h0;
       REG[30]<=32'h0;REG[31]<=32'h0;
    end
    else begin
        if(Wen_First==1'b1&&WAddr_First!=5'h0)begin
                REG[WAddr_First]<=WData_First;
        end
    end
end
always@(*)begin
    if(Read_Addr_First_Rs==5'h0)begin
        RData_First_Rs=32'h0;
    end
    else if(Read_Addr_First_Rs==WAddr_First&&Wen_First==1'b1)begin
        RData_First_Rs=WData_First;
    end
    else begin
        RData_First_Rs=REG[Read_Addr_First_Rs];
    end
    if(Read_Addr_First_Rt==5'h0)begin
        RData_First_Rt=32'h0;
    end
    else if(Read_Addr_First_Rt==WAddr_First&&Wen_First==1'b1)begin
        RData_First_Rt=WData_First;
    end
    else begin
        RData_First_Rt=REG[Read_Addr_First_Rt];
    end 
end
endmodule
```
==> deck_impl_summary.md <==
Synthesis and Place & Route Summary

Run status
  • Outcome: completed

Worst setup path
  • CP max stage delay: 0.68 ns
  • CP arrival: roughly 12 ns
  • Most used cell, CP: buf_4
  • Buf/Inv on CP: 6
  • CP cell instances: buf_8 > buf_4 > buf_4 > buf_4 > buf_4 > mux4_2 > a22oi_1 > a21oi_1 > a221o_1 > clkdlybuf4s50_1
  • Slowest CP cell: buf_4
  • Critical Path Source Type: input pin
  • CP Capture Type: primary output
  • Kind of critical path: in -> out
  • Crit path max fanout: 52
  • Cell family with most CP delay: buffers and inverters
  • Required @ worst endpoint: approximately 26 ns

Floorplan
  • Fp util: 0.403
  • Core Area: between 100000 and 150000 µm²
  • Chip Area: between 100000 and 150000 µm²
  • Die H: about 370 µm
  • DIE WIDTH: 372 µm
  • IO Count: about 150
  • # rows: approximately 140

Final layout
  • Reg with most FFs: REG
  • Filler cells: 11500
  • Largest register FFs: between 1000 and 1500
  • Area Growth Syn to Fin: 13.4%
  • Share of cells above drive strength 1: 0.218
  • Largest regs: REG: 1024 flops
  • Final std cells w/o fill: ~5700
  • Combinational Area: between 20000 and 25000 µm²
  • Reg area: 30700 µm²

Logic synthesis
  • Syn Area/Cell: roughly 15 µm²
  • Ys Warns: 1
  • Yosys stat area: around 55000 µm²
  • Syn Inst Count: around 3700
  • Mux share: 0.212
  • Ao+oa area frac: 0.0674
  • Cell total in the yosys stat output: around 3700
  • #FFs+latches synth: 1024
  • Async S/R FF share, synth: 0
  • Dominant flop cell: edfxtp_1
  • EDFF count, synth: just over 1000
  • XOR/XNOR Area Share: 0.00160
  • Distinct cells, synth: 51
  • Comb area leader: multiplexers
  • Synth Seq Share: 0.562
  • Synth Area in Adders: 0
  • Synthesized area: approximately 55000 µm²
  • Simple share: 0.124

Final timing
  • RSZ-0062 raised after global routing: false
  • Final Max Slew Viols: 0
  • # setup viols final: 0
  • Final Cycle Share: 0.560
  • Final critical-path required period: about 18 ns
  • Setup TNS: 0 ns
  • Slew headroom: 0.280
  • Worst Max-Slew Pin Slew: ~1.1 ns
  • Final hold vios: 0
  • Peak Freq: 55.4 MHz

Global route
  • GR Overflow Total: 0
  • Initial antenna violation count: 2
  • All-Layer GR Usage: 0.300
  • Global-route wire length before repair: 266 mm
  • Largest net degree at the start of global routing: about 74
  • Number of global-route vias before repair: about 36000

Route
  • DRT Pass-1 Iters: 5
  • DR iter-0 viols: about 2300
  • Final WL: between 150 and 200 mm
  • Routed via count: 34200
  • Via/cell ratio: about 6.0
  • DR WL/cell: 33.4 µm
  • Antenna-violating nets left: 0
  • Detailed-route DRC error count: 0

Job
  • Log Warnings: ~58
  • Max_cap viols: 0

Power and ir drop
  • Sw Ratio: 0.250
  • Static Leak: approximately 0.022 µW
  • Clock network power share: 0.392
  • Peak VDD IR: around 0.000042 V
  • PD cells: between 50 and 60 nW/µm²
  • Sequential power share: 0.479
  • Cell Int Power: 2470 µW
  • Gate power share: 0.130
  • Psw: 820 µW

Clock network
  • Worst-path clk slew: roughly 0.060 ns
  • H-tree depth: 3
  • Clock Tree Root: clkbuf_16
  • Clock sink count: roughly 1000
  • Cts repair resizes: 0
  • Num CTS Buffers: 110
  • TritonCTS clock tree: built
  • Clock buffer depth: 3
  • Post-CTS Setup Bufs: 0
  • Cts hold-fix bufs: 0

Placed design
  • Port bufs: about 110
  • Gp weighted congestion: between 0.9 and 1
  • Post-DP HPWL: ~110 mm
  • Inst Count DP: 5438

Min path
  • Hold WC Path Type: in -> reg
-- layer usage --
metal | up-vias | global-route usage | part of all wire
met5 | - | 0.0196 | 0.0016
li1 | 14600 | - | -
met3 | 397 | 0.227 | 0.18
met4 | 8 | 0.121 | 0.052
met2 | 2477 | 0.414 | 0.44
met1 | 16700 | 0.360 | 0.33
-- stage by stage --
stage | area (µm²) | setup slack (ns) | util | total power, µW | hold slack, ns
after floorplan | 54800 | 17.56 | - | 1830 | 6.64
after global placement | 58400 | 14.13 | 0.431 | 2020 | 6.88
after detailed placement | 58400 | 14.16 | 0.431 | 2020 | 6.88
after CTS | 62000 | 14.12 | 0.457 | 3300 | 6.13
after global routing | 62000 | 13.83 | 0.457 | 3380 | 6.15
final | 62000 | 14.16 | 0.457 | 3290 | 6.17
-- cell families (layout without fill, tap and decap cells) --
family | count (synthesis) | after routing
other | 1 | 41
AOI/OAI and AO/OA | 500 | 500
DFF | 1024 | 1024
muxes | 674 | 674
xor gates and xnor gates | 10 | 10
buffers and inverters | 421 | 506
and+or+nand+nor | 1114 | 1114
-- cell usage in the layout, fill, tap and decap left out, types with 32 or more instances in the layout --
cell type	count
clkdlybuf4s50_1	105
o221ai_1	42
a22o_1	55
mux4_2	388
clkinv_1	34
conb_1	32
and2_1	993
a21oi_1	78
nand2_1	36
buf_4	189
clkbuf_16	112
a22oi_1	133
o22ai_1	41
mux2i_1	281
edfxtp_1	1024
-- path summary, 6_finish.rpt --
| check | startpoint | slack, ns | end | cells after the start |
|---|---|---|---|---|
| min | resetn | 6.17 | REG[11][2]$_SDFFCE_PN0P_ | 2 |
| max | Read_Addr_First_Rt[0] | 14.16 | RData_First_Rt[20] | 10 |
-- synthesized netlist by cell type (21+ instances only) --
cell type | instances | area share
o22ai_1 | 41 | 0.0047
o221ai_1 | 42 | 0.0067
a22o_1 | 55 | 0.0088
clkbuf_1 | 303 | 0.021
buf_2 | 69 | 0.0063
mux4_2 | 388 | 0.16
and2_1 | 994 | 0.11
edfxtp_1 | 1024 | 0.56
nand2_1 | 36 | 0.0025
o21ai_0 | 40 | 0.0037
a21oi_1 | 78 | 0.0071
nor2_1 | 43 | 0.0030
a2111oi_0 | 24 | 0.0038
a22oi_1 | 133 | 0.018
mux2i_1 | 281 | 0.051
buf_4 | 21 | 0.0029
-- final cells by class --
type | instances | area share
Multi-Input combinational cell | 2330 | 0.368
Clock inverter | 76 | 0.0121
Sequential cell | 1024 | 0.496
Timing Repair Buffer | 300 | 0.0414
Antenna cell | 9 | 0.000363
Clock buffer | 127 | 0.0461
Inverter | 3 | 0.000181
Tap cell | 1781 | 0.0359
-- power by group through the flow --
stage	clock, µW	combinational [µW]	sequential [µW]
5_1_grt	1350	444	1580
4_1_cts	1300	421	1570
6_report	1290	426	1570
Power figures rest on the tool's default switching activity, not on a simulated workload.
