==> /design/flow/design.v <==
module instruction_fifo(
        input                       clk,
        input                       debug_rst,
        input                       resetn,
        input                       master_is_branch,
        input                       en_id_ex,
        input                       read_en1,
        input                       read_en2,
        input                       write_en_1,
        input                       write_en_2,
        input [31:0]                write_inst1,
        input [13:0]                write_inst_exp1,
        input [31:0]                write_pc1,
        input [31:0]                write_inst2,
        input [31:0]                write_pc2,
        output reg [31:0]         output_inst1,
        output reg [31:0]         output_inst2,
        output reg [31:0]         output_pc1,
        output reg [31:0]         output_pc2,
        output reg [13:0]         inst_exp1,
        output reg [13:0]         inst_exp2,
        output reg                delay_slot_out1,
        output                 fifo_empty,
        output                 fifo_1_left,
        output                 fifo_2_left,
        output                 fifo_full
);
    wire write_en1 = write_en_1 && !fifo_full;
    wire write_en2 = write_en_2 && !fifo_full;
    reg    is_in_delayslot;
    reg [31:0]  inst[0:31];
    reg [31:0]  pc_value[0:31];
    reg [13:0]  inst_exp[0:31];
    reg [4:0] ptr_wr;
    reg [4:0] ptr_rd;
    reg [4:0] sum_inst;
    assign fifo_full     = (sum_inst == 5'd28 || sum_inst == 5'd29|| sum_inst == 5'd30 || sum_inst == 5'd31);
    assign fifo_empty    = (sum_inst == 5'd0);
    assign fifo_1_left = (sum_inst == 5'd1);
    assign fifo_2_left = (sum_inst == 5'd2);
    wire [31:0] now_output_inst1 = inst[ptr_rd];
    wire [31:0] now_output_inst2 = inst[ptr_rd + 5'd1];
    wire [31:0] now_output_pc1 = pc_value[ptr_rd];
    wire [31:0] now_output_pc2 = pc_value[ptr_rd + 5'd1];
    wire [13:0] now_inst_exp1 = inst_exp[ptr_rd];
    wire [13:0] now_inst_exp2 = inst_exp[ptr_rd + 5'd1];
    always@(*) begin : select_output
        if(fifo_empty) begin
            output_inst1       = 32'd0;
            output_inst2       = 32'd0;
            output_pc1    = 32'd0;
            output_pc2    = 32'd0;
            inst_exp1       = 14'd0;
            inst_exp2       = 14'd0;
            delay_slot_out1 = 1'd0;
        end
        else if(fifo_1_left) begin
            output_inst1       = now_output_inst1;
            output_inst2       = 32'd0;
            output_pc1    = now_output_pc1;
            output_pc2    = 32'd0;
            inst_exp1       = now_inst_exp1;
            inst_exp2       = 14'd0;
            delay_slot_out1 = is_in_delayslot;
        end 
        else begin
            output_inst1       = now_output_inst1;
            output_inst2       = now_output_inst2;
            output_pc1    = now_output_pc1;
            output_pc2    = now_output_pc2;
            inst_exp1       = now_inst_exp1;
            inst_exp2       = now_inst_exp2;
            delay_slot_out1 = is_in_delayslot;
        end
    end
    always @(posedge clk) begin 
        if(!resetn)
            is_in_delayslot <= 1'd0;
        else if(master_is_branch && read_en1&& !read_en2) begin
            is_in_delayslot <= 1'd1;
        end
        else if(read_en1)
            is_in_delayslot <= 1'd0;
    end
    always @(posedge clk) begin 
        if(!resetn)
            ptr_wr <= 5'd0;
        else if(write_en1 && write_en2)
            ptr_wr <= ptr_wr + 5'd2;
        else if(write_en1)
            ptr_wr <= ptr_wr + 5'd1;
    end
    always @(posedge clk) begin 
        if(!resetn)
            ptr_rd <= 5'd0;
        else if(fifo_empty)
            ptr_rd <= ptr_rd;
        else if(read_en1 && read_en2)begin
            ptr_rd <= ptr_rd + 5'd2;
        end
        else if(read_en1)begin
            ptr_rd <= ptr_rd + 5'd1;
        end
    end
    always @(posedge clk) begin
        if(!resetn)
            sum_inst <= 5'd0;
        else if(fifo_empty) begin
            case({write_en1, write_en2})
            2'b10: begin
                sum_inst  <= sum_inst + 5'd1;
            end
            2'b11: begin
                sum_inst  <= sum_inst + 5'd2;
            end
            default:
                sum_inst  <= sum_inst;
            endcase
        end
        else begin
            case({write_en1, write_en2, read_en1, read_en2})
            4'b1100: begin
                sum_inst  <= sum_inst + 5'd2;
            end
            4'b1110, 4'b1000: begin
                sum_inst  <= sum_inst + 5'd1;
            end
            4'b1011, 4'b0010: begin
                sum_inst  <= sum_inst - 5'd1;
            end
            4'b0011: begin
                sum_inst  <= sum_inst == 5'd1 ? 5'd0 : sum_inst - 5'd2;
            end
            default:
                sum_inst  <= sum_inst;
            endcase
        end
    end
    always @(posedge clk) begin
        if(write_en1 ) begin
            inst[ptr_wr] <= write_inst1;
            pc_value[ptr_wr] <= write_pc1;
            inst_exp[ptr_wr] <= write_inst_exp1;
        end
        if(write_en2 ) begin
            inst[ptr_wr + 5'd1] <= write_inst2;
            pc_value[ptr_wr + 5'd1] <= write_pc2;
            inst_exp[ptr_wr + 5'd1] <= write_inst_exp1; 
        end
    end
endmodule
==> /design/flow/run.sh <==
#!/bin/bash
# OpenROAD 26Q1-2900-gdf79404cd8, Yosys 0.63+post, stock flow scripts
make -C /OpenROAD-flow-scripts/flow DESIGN_CONFIG=/design/flow/config.mk WORK_HOME=/design/flow/orfs finish
==> /design/flow/config.mk <==
export PLATFORM = sky130hd
export DESIGN_NAME = instruction_fifo
export DESIGN_NICKNAME = instruction_fifo
export VERILOG_FILES = /design/flow/design.v
export SDC_FILE = /design/flow/constraint.sdc
export NUM_CORES = 4
export LEC_CHECK = 1
export CORE_UTILIZATION = 40
==> /design/flow/constraint.sdc <==
current_design instruction_fifo

set clk_period 86.3
set clk_io_pct 0.2

create_clock -name clk0 -period $clk_period [get_ports {clk}]

set non_clock_inputs [all_inputs -no_clocks]
set_input_delay [expr $clk_period * $clk_io_pct] -clock clk0 $non_clock_inputs
set_output_delay [expr $clk_period * $clk_io_pct] -clock clk0 [all_outputs]
==> impl_metrics.env <==
# source this file to load flow results
export IMPL_status="finished clean"
export IMPL_grt_pass1_wl_um=718000
export IMPL_cts_tree="done"
export IMPL_cpLargestDelayFamily="buffers and inverters"
export IMPL_compound_area_share_pct=1.52
export IMPL_dr_pass1_iters=5
export IMPL_critPathMaxFanout=35
export IMPL_final_cell_mix="edfxtp_1, mux2_2, mux4_2"
export IMPL_max_slew_margin_pct=23.2
export IMPL_drv_cap=0
export IMPL_dieHeight_um=599
export IMPL_warning_count=38
export IMPL_cts_setup_buffers=0
export IMPL_die_area_sq_um=359000
export IMPL_syn_to_final_growth_pct=12.9
export IMPL_rsz0062_at_grt="no"
export IMPL_cts_max_level=5
export IMPL_synth_mux_area_fraction_pct=40.7
export IMPL_cts_reportedPaths_clkPinSlew_ns=0.06
export IMPL_worst_pin_slew_ns=1.15
export IMPL_fin_tns_setup_ns=0
export IMPL_wl_per_cell_um=39.4
export IMPL_postCtsResizedCells=0
export IMPL_fmax_ghz=0.0402
export IMPL_critPathSlowestCell="dfxtp_4"
export IMPL_min_to="is_in_delayslot"
export IMPL_synthTopLogicFamily="multiplexers"
export IMPL_drt_total_wl_um=514000
export IMPL_first_iter_violations=5824
export IMPL_fillCellCount=29654
export IMPL_drive_above_1_share_pct=54.4
export IMPL_dp_slack_ns=62.35
export IMPL_synth_avg_cell_area_sq_um=17.8
export IMPL_top_area_cell="edfxtp_1"
export IMPL_clkLatencyLatePin_ns=0.94
export IMPL_hold_buffers=0
export IMPL_ys_sh_xor_pct=0.121
export IMPL_fp_dieW_um=599
export IMPL_min_from="is_in_delayslot"
export IMPL_area_leaders="edfxtp_1, mux4_2, mux2_2"
export IMPL_clock_sinks=2517
export IMPL_adder_share_pct=0.149
export IMPL_clock_path_buffers=4
export IMPL_ys_ff=2517
export IMPL_top_cell_area_share_pct=52.6
export IMPL_power_density_nw_per_um2=24.9
export IMPL_gp_congestion=0.894
export IMPL_port_buffers=309
export IMPL_mostFrequentLayoutCell="edfxtp_1"
export IMPL_ys_seq_share_pct=52.9
export IMPL_setup_ws_ns=61.42
export IMPL_num_rows=218
export IMPL_drtAntennaViolNets=0
export IMPL_start_kind="flop"
export IMPL_rr_startpoint="sum_inst[1]"
export IMPL_finalMaxSlewViolations=0
export IMPL_initial_core_util_pct=40.3
export IMPL_r2r_cells=10
export IMPL_antenna_found_initial=24
export IMPL_grt_ovfl_total=0
export IMPL_holdCritPathClass="reg -> reg"
export IMPL_grt_pass1_vias=94798
export IMPL_crit_required_ns=69.04
export IMPL_async_flop_share_pct=0
export IMPL_yosysWarningCount=1
export IMPL_criticalPathCategory="reg -> out"
export IMPL_crit_buf_inv=7
export IMPL_leakage_nw=49.5
export IMPL_grt_usage_pct=31.3
export IMPL_vias=85326
export IMPL_path_cells="ha_4 -> buf_4 -> buf_4 -> buf_4 -> buf_4 -> buf_4 -> mux4_2 -> mux4_2 -> nand2_1 -> a21oi_1 -> buf_4 -> clkdlybuf4s50_1"
export IMPL_hold_path_cell_count=2
export IMPL_peakVddDrop_uv=20.4
export IMPL_drc_errors=0
export IMPL_syn_inst=8019
export IMPL_worst_path_most_repeated_cell="buf_4"
export IMPL_root_buffer="clkbuf_16"
export IMPL_fin_worst_skew_ns=0.0504
export IMPL_synth_cell_types=67
export IMPL_arrival_ns=7.62
export IMPL_hold_viol_final=0
export IMPL_grt_max_degree=75
export IMPL_viasPerCell=6.54
export IMPL_yosys_cells=8019
export IMPL_setup_viol=0
export IMPL_edf_count=2496
export IMPL_slowest_delay_ns=0.78
export IMPL_finalWorstPathRequiredPeriod_ns=24.88
export IMPL_cp_end_kind="output port"
export IMPL_dp_hpwl_um=288000
export IMPL_synth_main_ff_cell="edfxtp_1"
export IMPL_ff2ff_setup_slack_ns=80.81
export IMPL_core_sq_um=353000
export IMPL_finalCritPeriodShare_pct=28.8
export IMPL_simple_gate_share_pct=1.39
export IMPL_pin_count=312
export IMPL_yosysChipArea_sq_um=142000
export IMPL_r2r_end="inst_exp[4][12]"
export IMPL_numCtsBuffers=300
export IMPL_syn_area_sq_um=142000
## power breakdown
part           leakage (nW)  total [mW]  internal, mW  switching, mW
logic                  22.1        1.38         0.681          0.696
clock network          4.62        1.25         0.718          0.533
registers              22.7        1.38          1.37         0.0179
total                  49.5        4.01          2.76           1.25
## layout make-up
type	instances	area, sq um	share of cell area (%)
multi-input cells	4450	63100	39.2
clock buffers	372	7860	4.89
well taps	4730	5920	3.68
repair buffers	784	6860	4.26
diodes	10	25.0	0.0156
clock inverters	166	1680	1.04
flip-flops and latches	2517	75400	46.9
inverters	18	72.6	0.0451
## Yosys cell counts (45+ instances only)
| library cell | number |
|---|---|
| mux2_2 | 2043 |
| nand2_1 | 248 |
| a211oi_1 | 47 |
| buf_4 | 69 |
| mux2i_1 | 85 |
| buf_2 | 331 |
| buf_1 | 60 |
| a21oi_1 | 148 |
| clkbuf_1 | 570 |
| edfxtp_1 | 2496 |
| a211o_1 | 45 |
| mux4_2 | 1505 |
| nor2b_1 | 52 |
## worst max-delay path by stage
| stage | startpoint | endpoint | depth (start not counted) |
|---|---|---|---|
| finish | ptr_rd[0] | inst_exp2[13] | 12 |
| global route | ptr_rd[0] | inst_exp2[13] | 12 |
| CTS | ptr_rd[0] | inst_exp2[13] | 12 |
## state kept, by name, summed over array words and instances (netlist names), named ones only
name / cells
inst: 1024
inst_exp: 448
is_in_delayslot: 1
pc_value: 1024
ptr_rd: 5
ptr_wr: 5
sum_inst: 5
## routing by layer
metal | GRT usage (%) | routed length, um | up-vias | part of all wire, %
li1 | - | - | 33531 | -
met1 | 35.5 | 158000 | 43444 | 31
met2 | 44.0 | 230000 | 7043 | 45
met3 | 26.4 | 101000 | 1264 | 20
met4 | 10.6 | 23500 | 44 | 4.6
met5 | 1.70 | 851 | - | 0.17
## metrics by stage
step                hold slack (ns)  power [mW]  std cells  cell area (sq um)  utilization (%)
detailed placement            0.510        2.78      12499             151000             42.8
global placement              0.511        2.79      12499             151000             42.8
CTS                           0.525        4.03      13037             161000             45.5
global route                  0.593        4.16      13041             161000             45.5
finish                        0.527        4.01      13047             161000             45.5
floorplan                     0.473        2.27       8019             142000                -
## logic make-up after synthesis
| logic type | Yosys count |
|---|---|
| adders and majority gates | 17 |
| AOI/OAI and AO/OA | 337 |
| buffers and inverters | 1052 |
| xor gates and xnor gates | 18 |
| DFF | 2517 |
| and+or+nand+nor | 430 |
| muxes | 3648 |
## tightest hold or removal path: stages, from the launching register on
cell and delay, ns:
dfxtp_1 0.32, a22oi_1 0.08, nor2_1 0.09
Power figures rest on the tool's default switching activity, not on a simulated workload.
